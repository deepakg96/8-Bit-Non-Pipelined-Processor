File: design/flow/run.sh
#!/bin/bash
# OpenROAD 26Q1-2900-gdf79404cd8, Yosys 0.63+post, stock flow scripts
make -C /OpenROAD-flow-scripts/flow DESIGN_CONFIG=/design/flow/config.mk WORK_HOME=/design/flow/orfs finish
File: design/flow/config.mk
export PLATFORM = sky130hd
export DESIGN_NAME = main_module
export DESIGN_NICKNAME = main_module
export VERILOG_FILES = /design/flow/design.v
export SDC_FILE = /design/flow/constraint.sdc
export NUM_CORES = 4
export LEC_CHECK = 1
export CORE_UTILIZATION = 30
File: design/flow/constraint.sdc
current_design main_module

set clk_period 39.1
set clk_io_pct 0.2

create_clock -name clk0 -period $clk_period [get_ports {clock}]

set non_clock_inputs [all_inputs -no_clocks]
set_input_delay [expr $clk_period * $clk_io_pct] -clock clk0 $non_clock_inputs
set_output_delay [expr $clk_period * $clk_io_pct] -clock clk0 [all_outputs]
File: design/flow/design.v
`timescale 1ns / 1ps
module alu_unit(
    input [7:0] Mux1Output,
    input [7:0] ReadData2, 
    input ALUOp,
    output reg[7:0] ALUOutput
    ); 
always @(*)
begin
    case(ALUOp)
        1'b1: begin
              ALUOutput = Mux1Output + ReadData2;
              end  
        default: begin
                 ALUOutput = Mux1Output + ReadData2;
                 end
    endcase
end
endmodule
`timescale 1ns / 1ps
module control_unit(
    input [2:0] opcode,
    output reg ALUOp,
    output reg RegWrite,
    output reg MemRead,
    output reg MemWrite,
    output reg ALUSrc,
    output reg MemToReg
 );
 always @(*)
 begin
    case(opcode)
        3'b001: begin
                RegWrite = 1'b1;
                MemRead = 1'b1;
                MemToReg = 1'b1;
                ALUSrc = 1'b1;
                ALUOp = 1'b1;
                MemWrite = 1'b0;
                end
        3'b100: begin
                ALUOp = 1'b1;
                MemWrite = 1'b1;
                ALUSrc = 1'b1;
                MemRead = 1'b0;
                MemToReg = 1'b0;
                RegWrite = 1'b0;
                end
        3'b010: begin
                RegWrite = 1'b1;
                ALUOp = 1'b1;
                ALUSrc = 1'b0;
                MemRead = 1'b0;
                MemWrite = 1'b0;
                MemToReg = 1'b0;
                end  
        default: begin
                RegWrite = 1'b0;
                ALUOp = 1'b0;
                ALUSrc = 1'b0;
                MemRead = 1'b0;
                MemWrite = 1'b0;
                MemToReg = 1'b0;
                end  
    endcase       
  end
endmodule
`timescale 1ns / 1ps
module data_memory_unit(
    input clock,
    input [7:0] Address,
    input [7:0] WriteData,
    input MemWrite,
    input MemRead,
    output reg [7:0] ReadData
    );
integer i;  
reg [7:0] memory[0:255];
initial begin
for(i = 0; i < 255; i = i + 1)
    memory[i] <= 8'b00000000;
end
always@ (posedge clock) 
begin
	if(MemWrite == 1'b1)
	   begin
	   if (Address < 256)
	       begin
	       memory[Address] <= WriteData;
	       end
	   else
	       begin
	       memory[Address%256] <= WriteData;
	       end
	   end 
end
always@(*)
begin
    if(MemRead == 1'b1)
        begin
        if (Address < 256)
            begin
            ReadData <= memory[Address];
            end
        else
            begin
            ReadData <= memory[Address%256];
            end
	    end
end
endmodule
`timescale 1ns / 1ps
module instruction_memory_unit(
    input[7:0] PC,
    output[7:0] Instruction
);
reg [7:0] InstructionMemory[2:0];
initial
begin
    InstructionMemory[0] <= 8'b10001000;  
    InstructionMemory[1] <= 8'b00111000;  
    InstructionMemory[2] <= 8'b01011000;  
end
assign Instruction =  InstructionMemory[PC]; 
endmodule
`timescale 1ns / 1ps
module main_module(
    input clock, 
    output reg [7:0] mPCStart,
    output wire [7:0] mInstruction,
    output wire mMemRead,
    output wire mRegWrite,
    output wire mMemToReg,
    output wire mALUOp,
    output wire mALUSrc,
    output wire mMemWrite,
    output wire [7:0] mReadData1,
    output wire [7:0] mReadData2,
    output wire[7:0] mSignExtended,
    output wire [7:0] mMux1Output,
    output wire [7:0] mALUOutput,
    output wire [7:0]mReadData,
    output wire [7:0]mMux2Output
    );
wire [7:0] mPCNext;
initial begin
  mPCStart <= 8'b00000000;
end
instruction_memory_unit imu(.PC(mPCStart),
                            .Instruction(mInstruction));
control_unit cu(.opcode(mInstruction[7:5]),
                .MemRead(mMemRead),
                .RegWrite(mRegWrite),
                .ALUSrc(mALUSrc),
                .ALUOp(mALUOp),
                .MemWrite(mMemWrite),
                .MemToReg(mMemToReg));
register_file_unit rfu(.clock(clock),
		               .ReadRegister1(mInstruction[4]),
		               .ReadRegister2(mInstruction[3]),
		               .WriteRegister(mInstruction[4]),
		               .RegWrite(mRegWrite),
		               .WriteData(mMux2Output),
		               .ReadData1(mReadData1),
		               .ReadData2(mReadData2)); 
sign_extension_unit seu(.SignExtend(mInstruction[2:0]),
                        .SignExtended(mSignExtended));
mux_unit_1 mu1(.ReadData1(mReadData1),
               .SignExtended(mSignExtended),
               .ALUSrc(mALUSrc),
               .Mux1Output(mMux1Output));
alu_unit alu(.Mux1Output(mMux1Output),
             .ReadData2(mReadData2),
             .ALUOp(mALUOp),
             .ALUOutput(mALUOutput));
data_memory_unit dmu(.clock(clock),
                     .Address(mALUOutput),
                     .WriteData(mReadData1),
                     .MemWrite(mMemWrite),
                     .MemRead(mMemRead),
                     .ReadData(mReadData));
mux_unit_2 mu2(.ALUOutput(mALUOutput),
               .ReadData(mReadData),
               .MemToReg(mMemToReg),
               .Mux2Output(mMux2Output)); 
program_counter_unit pcu(.clock(clock),
                         .PC(mPCStart),
                         .PCNext(mPCNext));
always@(*)
   begin
   mPCStart = mPCNext;
   end  
endmodule
`timescale 1ns / 1ps
module mux_unit_1(
    input [7:0] ReadData1,
    input [7:0] SignExtended,
    input ALUSrc,
    output reg [7:0] Mux1Output
    );
    always @(*) 
    begin
        if (ALUSrc == 1'b1)
            begin
            Mux1Output <= SignExtended;
            end
        else
            Mux1Output <= ReadData1;
    end
endmodule
`timescale 1ns / 1ps
module mux_unit_2(
    input [7:0] ALUOutput,
    input [7:0] ReadData,
    input MemToReg,
    output reg [7:0] Mux2Output
    ); 
    always @(*)
    begin
        if(MemToReg == 1'b1)
            begin
            Mux2Output = ReadData;
            end
        else
            begin
            Mux2Output = ALUOutput;
            end
    end
endmodule
`timescale 1ns / 1ps
module program_counter_unit(
    input clock,
    input [7:0] PC,
    output reg [7:0] PCNext
    );
always @(posedge clock) 
begin     
		PCNext <= PC + 8'b00000001;
end
endmodule
`timescale 1ns / 1ps
module register_file_unit(
    input clock,
    input ReadRegister1,
    input ReadRegister2,
    input WriteRegister,
    input [7:0] WriteData,
    input RegWrite,
    output [7:0] ReadData1,
    output [7:0] ReadData2
 );
reg [7:0] registers [1:0];
initial begin
	registers[0] = 8'b00000101;   
	registers[1] = 8'b00000001;   
 end
always @ (posedge clock )
begin
    if(RegWrite == 1'b1) 
        begin
        registers[WriteRegister] <= WriteData;
        end
end
assign ReadData1 = registers[ReadRegister1];
assign ReadData2 = registers[ReadRegister2];
endmodule
`timescale 1ns / 1ps
module sign_extension_unit(
    input [2:0] SignExtend,
    output reg[7:0] SignExtended 
    );
always @(*)
    begin
     SignExtended <= {{5{0}} , SignExtend};
    end
endmodule
==> metrics.log <==
[report] extracting results
INFO  metric detail-route-antenna-nets = 0
INFO  metric cp.arrival = 5.34 ns
INFO  metric min_delay_path_depth = 1
INFO  metric route.vias.total = 38680
INFO  metric worst_pin_slew = 1.017 ns
INFO  metric ys_cells = between 3000 and 4000
INFO  metric worstHoldStart = pcu.PCNext[7]
INFO  metric stage_log_warnings = 32
INFO  metric maximum_clock_rate = 75.97 MHz
INFO  metric grt_max_degree = between 100 and 150
INFO  metric worstSetupPathType = register to output port
INFO  metric clock-root-buffer = clkbuf_16
INFO  metric floorplan.rows = 190
INFO  metric place_inst = 7326
INFO  metric cap_viol_max_count = 0
INFO  metric cts_tree = done
INFO  metric timing_hold_violations_final = 0
INFO  metric first_global_vias = 42280
INFO  metric synthCells = 3823
INFO  metric setup_repair_after_global_routing_missed_its_margin = no
INFO  metric postLayoutSetupSlackWorst = 25.94 ns
INFO  metric layout.cells.non_filler = 7700
INFO  metric ys_warn_count = 10
INFO  metric clk_path_buf_depth = 3
INFO  metric drive_above_1_share = 24.13%
INFO  metric timing.critical_path.from_type = register
INFO  metric reg2reg_slack = 32.90 ns
INFO  metric finalCritPeriodShare = about 34%
INFO  metric grt_first_pass_wirelength = 297400 um
INFO  metric place_hpwl = 124700 um
INFO  metric die_height = 521.7 um
INFO  metric min_period = around 13 ns
INFO  metric drt-pass1-iter-count = 6
INFO  metric slew-limit-headroom = between 30% and 40%
INFO  metric cts_inserted_buffers = about 200
INFO  metric final_layout_top_logic_cell = edfxtp_1
INFO  metric worstHoldPathType = register to register
INFO  metric regToRegEndpoint = dmu.memory[81][6]
INFO  metric portBuffers = approximately 66
INFO  metric p_per_area = 46.23 nW/um^2
INFO  metric synth_cell_types = roughly 58
INFO  metric p_leak = around 32 nW
INFO  metric grt_antenna_before_repair = 9
INFO  metric clk_latency = about 0.85 ns
INFO  metric postRouteWirelength = 204200 um
INFO  metric r2r_cells = 12
INFO  metric floorplan_utilization = 30.21%
INFO  metric place.gp.congestion = 0.9134
INFO  metric track_usage = 16.31%
INFO  metric syn_area = about 80000 sq um
INFO  metric ys_area = about 81000 sq um
INFO  metric worst_r2r_src = mInstruction[4]
INFO  metric crit_path_max_fanout = 79
INFO  metric ffs_w_async_s_r_synth = 0%
INFO  metric setup_total_negative_slack = 0 ns
INFO  metric endpoints_left_unconstrained = 16
INFO  metric clk_pin_slew = 0.06 ns
INFO  metric avgRoutedWirePerCell = about 27 um
INFO  metric dieArea = 272200 sq um
INFO  metric worst_path_required_time = 31.28 ns
INFO  metric detail_route.iter0.violations = around 2900
INFO  metric post-cts-setup-buffer-count = 0
INFO  metric io_pins = around 79
INFO  metric vdd_ir_drop_max = approximately 0.000035 V
INFO  metric endpoint_kind = output port
INFO  metric post_cts.resized_instances = 0
INFO  metric unclocked_pins = 8
INFO  metric run_status = finished clean
INFO  metric die_w = 521.7 um
INFO  metric cts_hold_buffers = 0
INFO  metric h-tree-depth = 4
INFO  metric fin_skew = 0.05540 ns
INFO  metric mean_instance_size_in_the_synthesized_netlist = 21.19 sq um
INFO  metric synth_flop_count = 2083
INFO  metric leading_cell_types_in_the_layout_fill_and_taps_excluded = edfxtp_1 (2064), mux4_2 (576), nor2_1 (273), nand2_1 (221), clkbuf_16 (204)
INFO  metric setup_viol = 0
INFO  metric fin_total_pwr = 4.279 mW
INFO  metric report.final.slew_viol_count = 0
INFO  metric global_route.overflow_total = 0
INFO  metric placed_area = around 86000 sq um
INFO  metric drt-vias-per-instance = between 5 and 6
INFO  metric core_area = 268200 sq um
INFO  metric enable_flop_cells = 2064
INFO  metric min_to = pcu.PCNext[7]
INFO  metric final_cell_area = between 90000 and 100000 sq um
INFO  metric most_used_flip_flop_cell_after_synthesis = edfxtp_1
INFO  metric placement.setup.worst_slack = 26.69 ns
INFO  metric drcViolationCount = 0
INFO  metric layout_overhead_on_the_synthesized_area = 14.23%
==> layer usage <==
metal,global-route usage [%],part of all wire (%)
met5,0.6494,0.11
met3,10.91,15
met4,6.235,4.8
met1,18.22,32
met2,24.87,48
==> flip-flops by register name, summed over array words and instances, names as in the netlist <==
| signal | flops |
|---|---|
| mInstruction | 3 |
| rfu.registers | 16 |
| dmu.ReadData | 8 |
| pcu.PCNext | 8 |
| dmu.memory | 2048 |
==> critical path, cell delays in order, from the launching register on <==
cell	delay, ns
dfxtp_1	0.58
buf_4	0.28
mux2_8	0.53
nor2b_1	0.31
ha_4	0.18
nand3_1	0.09
a21oi_1	0.32
o21ai_1	0.15
a21bo_2	0.24
a21oi_1	0.24
nor2_2	0.07
buf_4	0.21
inv_2	0.28
mux2_2	0.47
clkdlybuf4s50_1	0.54
==> logic make-up after synthesis <==
group / count (synthesis) / share of synthesized area, %
AND-OR/OR-AND: 229 / 1.793
adder cells (fa/ha/maj): 9 / 0.1483
multiplexers: 590 / 16.20
flip-flops: 2075 / 76.77
other: 2 / 0.009269
XOR/XNOR: 12 / 0.1297
AND/OR/NAND/NOR: 638 / 3.288
latches: 8 / 0.1482
buffers and inverters: 260 / 1.513
==> stage by stage <==
step                hold slack (ns)  util (%)
floorplan                    0.4093         -
global placement             0.4445     32.14
detailed placement           0.4517     32.14
CTS                          0.4608     34.51
global route                 0.4853     34.51
finish                       0.4551     34.51
==> power by group <==
group / total (mW) / internal (mW) / switching (mW)
registers: 2.41 / 2.41 / 0
logic: 0.0000312 / 0 / 0.0000263
clock network: 1.87 / 1.04 / 0.831
==> worst max path at each step <==
stage	slack, ns	to	cells after the start	start
final	25.94	mMux2Output[7]	14	mInstruction[4]
after CTS	25.78	mMux2Output[7]	14	mInstruction[4]
after global routing	25.60	mMux2Output[7]	14	mInstruction[4]
==> synthesized netlist by cell type (19+ instances only) <==
master | count | area share (%)
buf_2 | 89 | 0.55
edfxtp_1 | 2064 | 76
buf_4 | 31 | 0.29
o21ai_0 | 37 | 0.23
mux4_2 | 576 | 16
a311oi_1 | 20 | 0.22
nand4_1 | 20 | 0.15
a21oi_1 | 98 | 0.61
nand2_1 | 225 | 1.0
nor2_1 | 275 | 1.3
clkbuf_1 | 105 | 0.49
buf_1 | 19 | 0.088
and3_1 | 27 | 0.21
nand3_1 | 59 | 0.36
==> layout make-up <==
| class | instances | area [sq um] |
|---|---|---|
| Clock inverter | 100 | 1010 |
| Multi-Input combinational cell | 1490 | 17740 |
| Sequential cell | 2083 | 62320 |
| Tap cell | 3552 | 4444 |
| Inverter | 13 | 57.56 |
| Antenna cell | 3 | 7.507 |
| Clock buffer | 271 | 5356 |
| Timing Repair Buffer | 188 | 1614 |
| Fill cell | 24580 | 175600 |
Power is estimated from default activity; no workload was simulated.
